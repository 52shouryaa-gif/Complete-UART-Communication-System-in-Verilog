[/design/flow/config.mk]
export PLATFORM = sky130hd
export DESIGN_NAME = topfina
export DESIGN_NICKNAME = topfina
export VERILOG_FILES = /design/flow/design.v
export SDC_FILE = /design/flow/constraint.sdc
export NUM_CORES = 4
export LEC_CHECK = 1
export CORE_UTILIZATION = 30
[/design/flow/constraint.sdc]
current_design topfina

set clk_period 3.0
set clk_io_pct 0.2

create_clock -name clk0 -period $clk_period [get_ports {clk}]

set non_clock_inputs [all_inputs -no_clocks]
set_input_delay [expr $clk_period * $clk_io_pct] -clock clk0 $non_clock_inputs
set_output_delay [expr $clk_period * $clk_io_pct] -clock clk0 [all_outputs]
[/design/flow/design.v]
module baudrate (
    input clk , output tx_enb , output rx_enb
);
reg [15:0] counter;
parameter freq = 5000000 ;
parameter baudy = 9600;
parameter txdiv = freq/(baudy);
parameter rxdiv = freq/(baudy*16);
reg [$clog2 (txdiv)-1 : 0 ] tx_en;
reg [$clog2 (rxdiv)-1 : 0 ] rx_en;
always @(posedge clk) begin
    if(tx_en == txdiv - 1) tx_en <=0;
    else tx_en <= tx_en + 1;
end
always @(posedge clk) begin
    if(rx_en == rxdiv - 1) rx_en <=0;
    else rx_en <= rx_en + 1;
end
assign tx_enb = (tx_en == 0);
assign rx_enb = (rx_en == 0);
endmodule
module rx_enaa (
    input rx , input rx_enb , input clk , input reset , output reg rdy , output reg [7:0] data_out
);
    parameter idle = 2'd0 , start = 2'd1 , data = 2'd2 , stop = 2'd3;
reg [1:0] state = idle;
reg [3:0] sample_count = 0;
reg [2:0] bit_index = 0;
reg [7:0] temp_data = 0;
 always @(posedge clk) begin
    if(reset) begin
            state <= idle;
            rdy<= 0;
            data_out <= 0;
            sample_count <= 0;
            bit_index <= 0;
            temp_data <= 0;
    end
    else if(rx_enb) begin
    case (state)
        idle: begin
            rdy <= 0;
            if(rx==0) begin
                state <= start;
                sample_count <= 0;
            end
        end
        start: begin
            if(sample_count == 7) begin
            sample_count <=0;
            bit_index <=0;
            state <= data;
        end
        else sample_count <= sample_count + 1;
        end
        data: begin
            if(sample_count == 15) begin
                sample_count <= 0;
                temp_data[bit_index] <= rx;
                if(bit_index == 7) begin
                    state <= stop;
                end
                else bit_index = bit_index + 1;
            end
            else sample_count <= sample_count + 1;
        end
        stop:begin
             if(sample_count == 15) begin
            data_out <= temp_data;
            rdy <= 1;
            state <= idle;
        end
        else sample_count = sample_count + 1;
        end
        default: state <= idle; 
    endcase
    end
    else rdy <= 0;
    end
endmodule
module topfina (
    input clk,
    input reset,
    input rx,
    output rdy,
    output [7:0] data_out,
    input wr,
    input [7:0] data_in,
    output busy,
    output tx,
    output tx_enb,
    output rx_enb
);
    baudrate bu (
        .clk(clk),
        .tx_enb(tx_enb),
        .rx_enb(rx_enb)
    );
    rx_enaa rxi (
        .clk(clk),
        .reset(reset),
        .rx_enb(rx_enb),
        .rx(rx),
        .rdy(rdy),
        .data_out(data_out)
    );
    tx_enaa txi (
        .clk(clk),
        .reset(reset),
        .tx_enb(tx_enb),
        .wr(wr),
        .data_in(data_in),
        .busy(busy),
        .tx(tx)
    );
endmodule
module tx_enaa (
    input wr, input tx_enb, input clk, input reset, 
    input [7:0] data_in, 
    output  reg busy, output  reg tx 
);
    parameter idle = 0, start = 1, steady = 2, stop = 3;
    reg [1:0] state, next_state;
    reg [7:0] data;
    reg [2:0] index;
    always @(posedge clk) begin
        if (reset) begin
            state <= idle;
        end else begin
            state <= next_state;
        end
    end
    always @(posedge clk) begin
        if (reset) begin
            busy  <= 1'b0;
            tx    <= 1'b1;
            index <= 3'd0;
            data  <= 8'd0;
        end else begin
            case (state)
                idle: begin
                    busy <= 1'b0;
                    tx   <= 1'b1;
                    if (wr) begin
                        next_state <= start;
                        busy       <= 1'b1;
                        data       <= data_in;
                    end else begin
                        next_state <= idle;
                    end
                end
                start: begin
                    if (tx_enb) begin
                        next_state <= steady;
                        tx         <= 1'b0;
                        index      <= 3'd0;
                    end
                end
                steady: begin
                    if (tx_enb) begin
                        tx <= data[index];
                        if (index == 3'd7) begin 
                            next_state <= stop;
                        end else begin
                            index <= index + 1'b1;
                        end
                    end
                end
                stop: begin
                    if (tx_enb) begin
                        next_state <= idle;
                        tx         <= 1'b1; 
                        busy       <= 1'b0;
                    end
                end
                default: next_state <= idle;
            endcase
        end
    end
endmodule
[/design/flow/run.sh]
#!/bin/bash
# OpenROAD 26Q1-2900-gdf79404cd8, Yosys 0.63+post, stock flow scripts
make -C /OpenROAD-flow-scripts/flow DESIGN_CONFIG=/design/flow/config.mk WORK_HOME=/design/flow/orfs finish
==> deck_impl_summary.md <==
Implementation Results

Final layout
  • Post-layout util: 0.3756
  • Share of layout cells above drive strength 1: 0.08929
  • Area Overhead vs Synth: 18.62%
  • Tally of non-filler cells in the final layout: 444
  • Post-route cell area: 3339 um2

Synthesis
  • Syn Std Cell Area: 2815 um2
  • Register bit total from synthesis: 58
  • Top cells, area: dfxtp_1 (40%), ha_1 (10%), nand2_1 (4.7%), nand3_1 (3.7%), nor2_1 (3.7%)
  • Cell taking the most area after synthesis: dfxtp_1
  • Seq/Total Area, Yosys: 0.4196
  • Yosys top cell by instances: dfxtp_1
  • Yosys cell types: 45
  • Yosys stat area: 2815 um2
  • Post-Syn Instances: 304
  • Syn Area/Cell: 9.261 um2
  • Area leader share: 0.3982
  • Synth warn: 3
  • Async SR Flop Fraction: 0
  • Most frequent cells after synthesis: dfxtp_1 (56), nand2_1 (35), nor2_1 (28)
  • Post-synth EDFFs: 2
  • Most used DFF post-synth: dfxtp_1
  • Post-synthesis cell count from yosys: 304

Place
  • Port Buf Inserts: 24
  • Place WS: 702.6 ps
  • Post-DP HPWL: 3781 um
  • RePlAce Congestion: 0.8291
  • Inst Count DP: 428
  • Area post-placement: 3161 um2

Detailed routing
  • Routed vias: 2197
  • Wire per inst: 11.88 um
  • Diodes inserted: 0
  • Detail Route Antenna Nets: 0
  • 1st-iter DRT viols: 92
  • First-pass DRT Iterations: 4
  • Drt drc: 0
  • Post-Route WL: 5274 um
  • Vias per cell: 4.948

Pwr
  • Total Power Consumption: 1.743 mW
  • Peak supply drop: 0.2660 mV
  • P_leak: 1.206 nW
  • PwrDens: 521.8 nW/um2

Final timing
  • Final worst path period share: 0.8863
  • Min Tclk post-route: 2659 ps
  • FMAX: 0.3761 GHz
  • Setup violations, final: 0
  • Slew @ Worst Pin: 609.3 ps
  • RSZ-0062 raised after global routing: false
  • Final hold violation count: 0
  • Hold Slack: 459.3 ps
  • Max-slew violations: 0
  • Total negative slack: 0 ps
  • Rel. slew slack: 0.5934
  • Clock skew: 7.306 ps
  • Final setup margin: 341.0 ps

Hold path
  • Hold WC Path Type: register to register

Floorplanning
  • Num ports: 25
  • Horiz. Die Dim: 98.87 um
  • Fp util: 0.3166
  • Num rows: 34
  • Die area: 9775 um2
  • Core area: 8891 um2
  • Die Y: 98.87 um

Global routing
  • First-pass GRT wire length: 9397 um
  • GR Overflow Total: 0
  • Total global-route track usage: 0.1195
  • Largest net degree at the start of global routing: 21
  • Initial antenna violation count: 0
  • Vias in the first global route: 2090

Critical path
  • Crit path capture type: output pin
  • CP Launch Type: register
  • Crit-path max FO: 7
  • Worst endpoint data arrival time: 2060 ps
  • CP required: 2400 ps
  • Crit Path Category: register to output pin

Clock tree
  • Post-CTS Setup Inserts: 0
  • Clk slew on worst S/H paths: 70 ps
  • CTS tree: built
  • TritonCTS Buffers: 9
  • Num Clock Sinks: 58
  • Clk buf depth: 2
  • Clk latency late pin: 330 ps
  • # hold bufs at CTS: 0
  • Post-CTS Resized: 0
  • H-tree level count: 3
  • Root buf cell: clkbuf_8

Flow run
  • Max_cap viols: 0
  • OpenROAD warnings: 38

Outcome
  • Status: complete, no violations
[critical path, stage by stage, from the launching register on]
cell,delay (ps)
dfxtp_1,330
inv_1,60
ha_1,130
nor3b_1,180
nand4_1,250
inv_1,260
clkdlybuf4s50_1,510
[flip-flops by register name, indices dropped and copies added, names as in the netlist]
name	count
txi.next_state	2
txi.index	3
txi.state	2
rxi.sample_count	4
txi.tx	1
rxi.temp_data	8
bu.rx_en	5
bu.tx_en	10
rxi.rdy	1
rxi.bit_index	3
rxi.state	2
txi.data	8
txi.busy	1
rxi.data_out	8
[path summary, 6_finish.rpt]
path / endpoint / slack [ps] / startpoint / cells past startpoint
min: txi.data[6]$_SDFFE_PP0P_ / 460 / txi.data[6]$_SDFFE_PP0P_ / 2
max: tx_enb / 340 / bu.tx_en[0]$_SDFF_PN0_ / 6
max reg2reg: rxi.temp_data[7]$_SDFFE_PP0P_ / 920 / rxi.bit_index[0]$_SDFFE_PP0P_ / 6
min reg2reg: txi.data[6]$_SDFFE_PP0P_ / 460 / txi.data[6]$_SDFFE_PP0P_ / 2
[layout make-up]
cell class	count	area, um2
fillers	892	5552
multi-input cells	218	1521
flip-flops and latches	58	1181
repair buffers	26	255.2
clock buffers	10	137.6
well taps	108	135.1
inverters	18	67.56
clock inverters	6	41.29
[kinds of logic (layout without fill, tap and decap cells)]
family,after synthesis,after routing,synth area share
simple gates,115,115,0.1973
xor+xnor,12,12,0.03733
fa+ha+maj,23,23,0.1022
mux,13,13,0.05600
buf+inv,28,60,0.04000
flops,58,58,0.4196
compound gates,55,55,0.1476
[where the power goes]
part	switching (mW)	total, mW	internal [mW]
Combinational	0.172	0.281	0.109
Clock	0.313	0.634	0.322
Sequential	0.0216	0.827	0.806
Total	0.507	1.74	1.24
[metal layers]
layer  vias up  global-route usage  share of wire
met5         -                   0              0
met4         0             0.01722         0.0087
met3         4             0.03463          0.048
met2        44              0.1775           0.43
met1      1003              0.1799           0.52
li1       1146                   -              -
[cells in the final DEF, fill, tap and decap left out, drive strengths merged, types with 3 or more instances in the layout]
cell           instances
inv                   19
a21oi                 19
mux2i                  9
nand2                 35
a32o                   6
clkinv                 4
nor2b                  6
a211oi                 4
xnor2                  5
xor2                   7
dfxtp                 56
nand4                  7
o21ai                  8
clkbuf                10
nor2                  29
clkdlybuf4s50         24
nand3                 21
ha                    23
nand2b                 3
Power figures rest on the tool's default switching activity, not on a simulated workload.
